### flow/run.sh
#!/bin/bash
# OpenROAD 26Q1-2900-gdf79404cd8, Yosys 0.63+post, stock flow scripts
make -C /OpenROAD-flow-scripts/flow DESIGN_CONFIG=/design/flow/config.mk WORK_HOME=/design/flow/orfs finish
### flow/config.mk
export PLATFORM = sky130hd
export DESIGN_NAME = display_controller
export DESIGN_NICKNAME = display_controller
export VERILOG_FILES = /design/flow/design.v
export SDC_FILE = /design/flow/constraint.sdc
export NUM_CORES = 4
export LEC_CHECK = 1
export CORE_AREA = 10 10 98 98
export DIE_AREA = 0 0 108 108
### flow/constraint.sdc
current_design display_controller

set clk_period 4.8
set clk_io_pct 0.2

create_clock -name clk0 -period $clk_period [get_ports {clk}]

set non_clock_inputs [all_inputs -no_clocks]
set_input_delay [expr $clk_period * $clk_io_pct] -clock clk0 $non_clock_inputs
set_output_delay [expr $clk_period * $clk_io_pct] -clock clk0 [all_outputs]
### flow/design.v
module display_controller (
		input clk, clear,
		input [1:4] enables, 
		input [3:0] digit4, digit3, digit2, digit1,
		output [0:3] AN,
		output [6:0] C,
		output       DP
		);
		reg [3:0] current_digit, cur_dig_AN;
		reg [6:0] segments;
      assign AN = ~(enables & cur_dig_AN); 
      assign C = ~segments;      
      assign DP = 1;             
	   localparam N=18;
	   reg [N-1:0] count;
	always @(posedge clk, posedge clear)
		if(clear) count <= 0;
		else count <= count + 1;	
	always @ (count[N-1:N-2], digit1, digit2, digit3, digit4)
	   case (count[N-1:N-2])
		2'b00: begin current_digit = digit4; cur_dig_AN = 4'b0001; end  
		2'b01: begin current_digit = digit3; cur_dig_AN = 4'b0010; end
		2'b10: begin current_digit = digit2; cur_dig_AN = 4'b0100; end
		2'b11: begin current_digit = digit1; cur_dig_AN = 4'b1000; end
		default: begin current_digit = 4'bxxxx; cur_dig_AN = 4'bxxxx; end
	   endcase
	always @ (current_digit)
		case (current_digit)
		4'b0000: segments = 7'b111_1110;   
		4'b0001: segments = 7'b011_0000;   
		4'b0010: segments = 7'b110_1101;   
		4'b0011: segments = 7'b111_1001;   
		4'b0100: segments = 7'b011_0011;   
		4'b0101: segments = 7'b101_1011;   
		4'b0110: segments = 7'b101_1111;   
		4'b0111: segments = 7'b111_0000;   
		4'b1000: segments = 7'b111_1111;   
		4'b1001: segments = 7'b111_0011;   
		4'b1010: segments = 7'b111_0111;   
		4'b1011: segments = 7'b001_1111;   
		4'b1100: segments = 7'b000_1101;   
		4'b1101: segments = 7'b011_1101;   
		4'b1110: segments = 7'b100_1111;   
		4'b1111: segments = 7'b100_0111;   
		default: segments = 7'bxxx_xxxx;
		endcase		
endmodule
==> results.sh <==
# source this file to load flow results
export IMPL_ys_seq_share_pct=39.69
export IMPL_ys_area_um2=1135
export IMPL_vias=860
export IMPL_syn_cell_area_um2=1135
export IMPL_wirelength_um=2416
export IMPL_tns_ns=0
export IMPL_fill_cells=811
export IMPL_biggestRegsByFlops="count x18"
export IMPL_std_cell_rows=32
export IMPL_numCtsBuffers=3
export IMPL_postCtsSetupBuffers=0
export IMPL_hold_viol_final=0
export IMPL_leakage_nw=0.6570
export IMPL_drcViolationCount=0
export IMPL_synthCells=109
export IMPL_via_per_inst=3.554
export IMPL_p_per_area_nw_per_um2=203.0
export IMPL_ys_cells=109
export IMPL_p_comb_share_pct=15.9
export IMPL_port_buffers=32
export IMPL_hp_class="flip-flop to flip-flop"
export IMPL_tightest_slew_ns=0.6784
export IMPL_top_usage_layer="met1"
export IMPL_max_freq_mhz=236.4
export IMPL_holdBufCountCts=0
export IMPL_fp_util_pct=14.84
export IMPL_die_x_um=108
export IMPL_drtPass1Iterations=4
export IMPL_ir_drop_v=0.0001091
export IMPL_async_flop_share_pct=100.0
export IMPL_drive_gt1_share_pct=6.429
export IMPL_synth_cell_types=31
export IMPL_antennaDiodeCount=0
export IMPL_chip_area_um2=11660
export IMPL_htreeDepth=1
export IMPL_largest_register_ffs=18
export IMPL_cts_tree="built"
export IMPL_path_max_fanout=5
export IMPL_p_int_mw=0.2580
export IMPL_place_congestion=0.8445
export IMPL_clock_sinks=18
export IMPL_cts_max_path_buffers=2
export IMPL_cap_viol_max_count=0
export IMPL_cp_end_kind="output port"
export IMPL_grt_pass1_wl_um=4229
export IMPL_yosysTopAreaCell="dfrtp_1"
export IMPL_gr_usage_met2_pct=5.733
export IMPL_final_common_cell="clkdlybuf4s50_1"
export IMPL_required_ns=3.84
export IMPL_grt_pass1_vias=860
export IMPL_min_period_ns=4.230
export IMPL_dr_first_iter_drc_count=22
export IMPL_status="finished, final reports clean"
export IMPL_wl_per_cell_um=9.983
export IMPL_grt_usage_pct=4.292
export IMPL_place_area_um2=1536
export IMPL_core_um2=7647
export IMPL_p_switching_mw=0.06511
export IMPL_ys_ff=18
export IMPL_comb_area_um2=619.3
export IMPL_top_register="count"
export IMPL_ant_nets=0
export IMPL_antenna_found_initial=0
export IMPL_ys_warn_count=1
export IMPL_clk_latency_ns=0.25
export IMPL_area_leaders="dfrtp_1 (40%), xnor2_1 (8.5%), ha_1 (6.6%), mux4_2 (6.0%), nand3_1 (4.4%)"
export IMPL_hpwlAfterDp_um=1931
export IMPL_power_frac_seq_pct=46.9
export IMPL_rsz0062_at_grt="no"
export IMPL_layout_top_cells="clkdlybuf4s50_1 (32), dfrtp_1 (18), nand2_1 (11), xnor2_1 (11), nand3_1 (10)"
export IMPL_dieHeight_um=108
export IMPL_cts_resized=0
export IMPL_cts_root_buf="clkbuf_8"
export IMPL_openroad_warnings=29
export IMPL_netlist_area_leader_share_pct=39.69
export IMPL_start_kind="input pin"
export IMPL_grt_max_degree=19
export IMPL_area_growth_pct=40.24
export IMPL_ff_type="dfrtp_1"
export IMPL_globalRouteOverflowTotal=0
export IMPL_maxSlewViolCount=0
export IMPL_edf_count=0
export IMPL_setup_viol=0
export IMPL_grtUsageMet3_pct=1.807
export IMPL_finalInstanceArea_um2=1592
export IMPL_critPathArrivalTime_ns=3.27
export IMPL_min_period_over_period_pct=88.12
export IMPL_grt_use_met1_pct=6.607
export IMPL_path_class="input pin to output port"
export IMPL_clock_skew_ns=0.002749
export IMPL_maxSlewHeadroom_pct=54.72
export IMPL_final_core_util_pct=20.81
export IMPL_clkTransAtPathRegs_ns=0.07
export IMPL_seq_area_um2=450.4
export IMPL_avgSynthCellArea_um2=10.41
export IMPL_sw_frac_of_total_pct=20.15
export IMPL_io_pins=34
export IMPL_clkPwrFrac_pct=37.1
[worst paths after layout]
| path | from | end | slack (ns) | cells after the start |
|---|---|---|---|---|
| max | digit3[0] | C[3] | 0.57 | 8 |
| min | count[15] | count[15] | 0.47 | 1 |
| max reg2reg | count[7] | count[17] | 3.31 | 4 |
| min reg2reg | count[15] | count[15] | 0.47 | 1 |
| max in group asynchronous | clear | count[5] | 3.26 | 2 |
| min in group asynchronous | clear | count[9] | 1.11 | 2 |
[cells by family after synthesis]
logic type                 share of synthesized area, %
xor gates and xnor gates                          12.35
other                                            0.3304
DFF                                               39.69
muxes                                             10.92
buffers and inverters                             5.733
AOI/OAI and AO/OA                                 5.623
and+or+nand+nor                                   18.74
adders and majority gates                         6.615
[synth_stat cells, types with 3 or more instances]
library cell / instances
ha_1: 6
nand2_1: 11
nor3_1: 4
nor2_1: 4
nand3_1: 10
mux4_2: 3
mux2i_1: 3
xnor2_1: 11
inv_1: 5
and3_1: 3
buf_6: 3
dfrtp_1: 18
xor2_1: 5
[worst max-delay path, cell delays in order]
cell,delay [ns]
clkdlybuf4s50_1,0.39
mux4_1,0.61
inv_1,0.17
ha_1,0.29
or2b_1,0.24
a21oi_1,0.12
nor3_1,0.07
clkdlybuf4s50_1,0.43
[power groups by stage]
stage,logic [mW],registers [mW],clock network [mW]
4_1_cts,0.0525,0.152,0.126
6_report,0.0515,0.152,0.120
5_1_grt,0.0574,0.151,0.135
[through the flow]
| stage | setup slack, ns | power (mW) | hold slack [ns] | cells |
|---|---|---|---|---|
| floorplan | 1.536 | 0.1766 | 0.4380 | 109 |
| global placement | 0.5961 | 0.2064 | 0.4572 | 238 |
| detailed placement | 0.5759 | 0.2067 | 0.4581 | 238 |
| CTS | 0.5685 | 0.3301 | 0.4721 | 242 |
| global route | 0.4304 | 0.3442 | 0.4889 | 242 |
| finish | 0.5702 | 0.3232 | 0.4650 | 242 |
[final cells by class]
cell class	instances	share of cell area, %
inverters	5	1.179
repair buffers	32	20.13
well taps	102	8.019
multi-input cells	81	38.92
flip-flops and latches	18	28.30
clock buffers	4	3.459
[layer usage]
metal | wire (um) | up-vias | part of all wire, %
li1 | - | 435 | -
met1 | 1311 | 388 | 54
met2 | 828 | 37 | 34
met3 | 276 | 0 | 11
met4 | 0 | 0 | 0
met5 | 0 | - | 0
Power figures rest on the tool's default switching activity, not on a simulated workload.
